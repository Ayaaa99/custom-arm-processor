$ cat flow/config.mk
export PLATFORM = sky130hd
export DESIGN_NAME = data_mem
export DESIGN_NICKNAME = data_mem
export VERILOG_FILES = /design/flow/design.v
export SDC_FILE = /design/flow/constraint.sdc
export NUM_CORES = 4
export LEC_CHECK = 1
export CORE_UTILIZATION = 30
$ cat flow/design.v
module data_mem(
  input              CLK,
  input [7:0]        DataAddress,
  input              MemWrEn,         
  input [7:0]        DataIn,
  output logic[7:0]  DataOut
  );
  logic [7:0] core[256];
  assign DataOut = core[DataAddress];   
  always_ff @ (posedge CLK)		 
    if(MemWrEn) 
      core[DataAddress] <= DataIn;
endmodule
$ cat flow/constraint.sdc
current_design data_mem

set clk_period 29.1
set clk_io_pct 0.2

create_clock -name clk0 -period $clk_period [get_ports {CLK}]

set non_clock_inputs [all_inputs -no_clocks]
set_input_delay [expr $clk_period * $clk_io_pct] -clock clk0 $non_clock_inputs
set_output_delay [expr $clk_period * $clk_io_pct] -clock clk0 [all_outputs]
$ cat flow/run.sh
#!/bin/bash
# OpenROAD 26Q1-2900-gdf79404cd8, Yosys 0.63+post, stock flow scripts
make -C /OpenROAD-flow-scripts/flow DESIGN_CONFIG=/design/flow/config.mk WORK_HOME=/design/flow/orfs finish
==> impl_metrics.json <==
{
  "fp_util": 0.302,
  "synthFlopType": "edfxtp_1",
  "wl_per_cell_um": 26.2,
  "largest_area_cell": "edfxtp_1",
  "area_growth_pct": 14.1,
  "cts_made_buffers": 203,
  "cts_resized": 0,
  "route.detailed.drc": 0,
  "p_per_area_nw_per_um2": 66.8,
  "cts_tree": "yes",
  "rsz0062_at_grt": "no",
  "numPortBuffers": 25,
  "finalPower_mw": 5.97,
  "most-common-layout-cells": "edfxtp_1, mux4_2, a22oi_1",
  "crit_buf_inv": 5,
  "slowest_stage": "o41ai_1",
  "worstMarginPinSlew_ns": 1.12,
  "hold_path_class": "primary input to register",
  "place_ws_ns": 11.83,
  "avgSynthCellArea_um2": 22.1,
  "grt_max_degree": 133,
  "hold_viol": 0,
  "largest-register": "core",
  "yosys_warnings": 1,
  "place.gp.congestion": 0.853,
  "cts_setup_buffers": 0,
  "yosys-top-cells-area": "edfxtp_1, mux4_2, a22oi_1",
  "cts_hold_buf": 0,
  "vdd_drop_max_mv": 0.0611,
  "cts.sinks": 2048,
  "reg.largest.list": "core: 2048 flops",
  "crit_start": "DataAddress[1]",
  "vias_per_cell": 5.07,
  "path_max_fanout": 61,
  "overflow": 0,
  "grt_pass1_wl_mm": 279,
  "place_inst": 6900,
  "antenna_left": 0,
  "async_reset_ff_frac": 0,
  "slew_headroom": 0.245,
  "cts_buffer_depth": 3,
  "grt_use_total": 0.156,
  "critical_path_class": "primary input to primary output",
  "top_area_frac": 0.785,
  "whs_ns": 5.39,
  "largest_reg_flops": 2048,
  "crit_required_ns": 23.28,
  "p_leak_nw": 26.5,
  "synth_stat.cells": 3539,
  "drt-total-wl_mm": 190,
  "end_kind": "primary output",
  "synth_seq_share": 0.785,
  "start_kind": "primary input",
  "status": "finished clean",
  "drt_iter0_drc": 2631,
  "post-dp-hpwl_mm": 113,
  "stdcell_count": 7261,
  "crit_path_frequent_cell": "buf_4",
  "ys_ff": 2048,
  "htreeDepth": 4,
  "drv_slew": 0,
  "hold_start": "DataIn[5]",
  "critPathTopFamily": "buffers and inverters",
  "placed_area_um2": 83100,
  "synth_cell_types": 21,
  "rows": 187,
  "synth_area_um2": 78300,
  "crit_arrival_ns": 11.34,
  "period_needed_ns": 17.16,
  "firstDrtPassIters": 5,
  "grt_pass1_vias": 41200,
  "cp_cell_sequence": "buf_8 -> buf_4 -> buf_4 -> buf_4 -> mux4_2 -> a22oi_1 -> a21oi_1 -> o41ai_1 -> nand4_1 -> clkdlybuf4s50_1",
  "die_area_um2": 263000,
  "setup_viol": 0,
  "mostFrequentLayoutCell": "edfxtp_1",
  "maxCapViolCount": 0,
  "ios": 26,
  "drive_above_1_share": 0.248,
  "enable_flop_cells": 2048,
  "utilization": 0.344,
  "fp.dieH_um": 513,
  "tns_ns": 0,
  "fin_ws_ns": 11.94,
  "fin_area_um2": 89400,
  "cts_root_buffer": "clkbuf_16",
  "max_stage_delay_ns": 0.94,
  "finalCritPeriodShare": 0.590,
  "syn_inst": 3539,
  "clk_pin_slew_worst_paths_ns": 0.06,
  "dr_total_vias": 36800,
  "antenna_found_initial": 6,
  "fmax_mhz": 58.3,
  "design.core.area_um2": 260000,
  "warning_count": 32,
  "yosysChipArea_um2": 78300,
  "die_x_um": 513
}
cell type report:
cell class | instances | area [µm²]
fillers | 23700 | 170000
flip-flops and latches | 2048 | 61500
multi-input cells | 1258 | 15800
clock buffers | 261 | 5360
well taps | 3402 | 4260
repair buffers | 191 | 1600
clock inverters | 97 | 842
diodes | 3 | 7.51
inverters | 1 | 3.75
cells by family (layout without fill, tap and decap cells):
group | Yosys count | after routing | synth area share
DFF | 2048 | 2048 | 0.785
muxes | 512 | 512 | 0.147
AOI/OAI and AO/OA | 416 | 416 | 0.0363
and+or+nand+nor | 330 | 330 | 0.0174
buffers and inverters | 233 | 550 | 0.0140
other | 0 | 3 | 0
metal layers:
| layer | wire length (µm) | GRT usage | up-vias |
|---|---|---|---|
| met5 | 148 | 0.00329 | - |
| met4 | 6800 | 0.0449 | 8 |
| met3 | 27700 | 0.107 | 332 |
| met2 | 91700 | 0.238 | 2083 |
| met1 | 63900 | 0.179 | 18900 |
| li1 | - | - | 15400 |
where the power goes:
part / total (mW) / switching [mW] / internal [mW]
clock: 2.44 / 1.07 / 1.37
combinational: 0.272 / 0.178 / 0.0935
sequential: 3.25 / 0.00128 / 3.25
total: 5.97 / 1.25 / 4.71
Yosys cell counts (6+ instances only):
cell type / n
edfxtp_1: 2048
mux4_2: 512
a22oi_1: 256
nor2_1: 232
clkbuf_1: 145
a21oi_1: 128
buf_2: 36
o41ai_1: 32
nor3_1: 30
nand2_1: 28
buf_1: 19
buf_4: 16
buf_6: 16
nand3_1: 13
nand4_1: 8
nor2b_1: 7
nand2b_1: 6
worst paths after layout:
kind,endpoint,depth (start not counted)
max,DataOut[0],10
min,core[92][5],1
Power and IR drop assume default switching activity.
