==> /design/flow/design.v <==
module reg_file #(parameter W=8, D=4)(		  
  input           CLK,
                  reg_write_en,
                  acc_write_en,
  input  [D-1:0]  raddr_reg,
  input  [W-1:0]  data_in,
  output [W-1:0]  data_out_acc,
  output logic [W-1:0] data_out_reg
  );
logic [W-1:0] registers[2**D];	     
assign      data_out_acc = registers[15];
always_comb data_out_reg = registers[raddr_reg];               
always_ff @ (posedge CLK) begin
  if(acc_write_en == 1'b1)
        registers[15] <= data_in;    
  else
  begin
    if(reg_write_en == 1'b1)
        registers[raddr_reg] <= data_in;
  end
end
endmodule
==> /design/flow/run.sh <==
#!/bin/bash
# OpenROAD 26Q1-2900-gdf79404cd8, Yosys 0.63+post, stock flow scripts
make -C /OpenROAD-flow-scripts/flow DESIGN_CONFIG=/design/flow/config.mk WORK_HOME=/design/flow/orfs finish
==> /design/flow/config.mk <==
export PLATFORM = sky130hd
export DESIGN_NAME = reg_file
export DESIGN_NICKNAME = reg_file
export VERILOG_FILES = /design/flow/design.v
export SDC_FILE = /design/flow/constraint.sdc
export NUM_CORES = 4
export LEC_CHECK = 1
export CORE_UTILIZATION = 40
==> /design/flow/constraint.sdc <==
current_design reg_file

set clk_period 3.6
set clk_io_pct 0.2

create_clock -name clk0 -period $clk_period [get_ports {CLK}]

set non_clock_inputs [all_inputs -no_clocks]
set_input_delay [expr $clk_period * $clk_io_pct] -clock clk0 $non_clock_inputs
set_output_delay [expr $clk_period * $clk_io_pct] -clock clk0 [all_outputs]
==> summary.txt <==
flow finished, numbers: status finished clean, MUX area fraction 0.147, wire per inst 22.2 µm, worst vdd ir 0.303 mV, Num CTS Buffers 17, fmax 0.299 GHz, CP Class input pin to output pin, setup violators final 0, Top logic family multiplexers, via count 2,364, Cell Type Count 16, dpl cells 410, Post-DP HPWL 6430 µm, worst min path class input pin to register, Reg area 3840 µm², CP max stage cell mux4_2, clock tree buffer depth 2, # port buffers 30, Yosys top cell by instances edfxtp_1, Hold Crit Depth 3, FILL cells 944, register share after synthesis 0.783, Post-synth area hogs edfxtp_1, mux4_2, a22oi_1, Int Pwr 2.84 mW, synth cell count leaders edfxtp_1, mux4_2, a22oi_1, adder-cell share of the synthesized area 0, CTS sink cnt 128, remaining antenna violation count 0, Yosys top cell area share 0.783, Initial Util 0.410, Logic pwr share 0.054, Most flops, register registers, fin crit period 3350 ps, yosys warning tally 1, worst-path maximum fanout 10, switching share of power 0.191, Registers, synthesis 128, GRT Residual Overflow 0, cts-stage hold buffer count 0, DRC viols 0, Largest regs registers: 128 flops, antenna cells 0, number of global-route vias before repair 2,636, Die H 113 µm, antenna violations before repair 0, final hold slack 1150 ps, # Post-CTS Setup Buffers 0, yosys xor share 0, Die Size 12,700 µm², mapped cell area 4910 µm², Post-Syn Area per Cell 22.0 µm², Total Power 3.51 mW, P&R area growth vs syn 24.1%, critical path data required time 2880 ps, Pleak 1.99 nW, fin crit share 0.929, clock root buffer clkbuf_16, DR vias/cell 5.35, global-route wire length before repair 15,200 µm, max-capacitance violation count 0, worst slew pin tran 653 ps, Net Switching 0.670 mW, Post-Synthesis Cells 223, Hold EP registers[0][0], number of enable flip-flop cells 128, ys async rst share 0, worst endpoint data arrival time 2630 ps, Hold Crit Start raddr_reg[1], H-tree Lvls 4, clock power share 0.469, CP cell instances buf_2 -> buf_4 -> mux4_2 -> a22oi_1 -> nand2_1 -> clkdlybuf4s50_1, Sum Neg Setup Slack 0 ps, Initial DRT Pass Iterations 4, Reg power frac 0.477, main flop type edfxtp_1, Routed WL 9800 µm, die width 113 µm, area figure in the yosys stat output 4910 µm², Max Slew Vio Count 0, Max-slew headroom 0.563, CTS tree done, Comb gate area 1010 µm², crit path capture type output pin, post-cts gate resize count 0, Synth Area in Simple Gates 0.0326, count of tool warnings 25, proportion of layout cells with a drive suffix above 1 0.278, Starting DRT DRC Count 160, post-synth top area cell edfxtp_1, post-route insts no fill 442, crit path launch type input pin, largest net degree at the start of global routing 24, core area 12,000 µm², Final Hold Viols 0, All-Layer GR Usage 0.184, max reg flops 128, Yosys Instances 223, I/O Pins 31, unrepaired setup endpoints after global routing no, Cell Rows 40, max incr delay on CP 530 ps, gpl congestion 0.792, Complex Gates by Area 0.0265, Worst-path clk slew 50 ps, PwrDens 577 nW/µm²
[power by group through the flow]
stage,combinational (mW),clock [mW],sequential [mW]
CTS,0.194,1.67,1.68
global route,0.205,1.74,1.68
finish,0.189,1.65,1.68
[routing by layer]
layer	global-route usage	routed length, µm
met5	0	0
met2	0.281	4950
met3	0.0786	796
met4	0.0284	159
met1	0.284	3900
[layout make-up]
type,count,area share
multi-input cells,84,0.166
well taps,147,0.0302
clock buffers,19,0.0711
repair buffers,51,0.0777
clock inverters,13,0.0238
flip-flops and latches,128,0.631
[layout by cell type, fill, tap and decap left out, drive strengths merged]
master and instances:
a22oi 16, a41o 1, nor3 4, edfxtp 128
nand2b 2, nor2b 3, clkinvlp 1, nor2 12
or3b 1, clkbuf 19, mux4 32, nand2 11
nand3b 1, clkdlybuf4s50 28, buf 23, and2 1
clkinv 9, bufinv 3
[critical path: cells and delay by family]
family          cells  cell delay, ps
mux                 1             530
simple gates        1             110
compound gates      1             230
buf+inv             3            1030
[worst max-delay path by stage]
stage,start,slack (ps),to,cells after the start
after CTS,raddr_reg[0],180,data_out_reg[4],6
after global routing,raddr_reg[0],120,data_out_reg[7],6
final,raddr_reg[0],250,data_out_reg[4],6
[stage by stage]
step                       util  worst slack (ps)  instance area (µm²)
after floorplan               -              1190                 4910
after global placement    0.461               221                 5510
after global routing      0.509               116                 6090
final                     0.509               255                 6090
after CTS                 0.509               180                 6090
after detailed placement  0.461               201                 5510
[logic make-up after synthesis]
group | after synthesis
AND/OR/NAND/NOR | 35
buffers and inverters | 11
flip-flops | 128
AND-OR/OR-AND | 17
multiplexers | 32
Power figures rest on the tool's default switching activity, not on a simulated workload.
