<file path="/design/flow/config.mk">
export PLATFORM = sky130hd
export DESIGN_NAME = MultiMux
export DESIGN_NICKNAME = MultiMux
export VERILOG_FILES = /design/flow/design.v
export SDC_FILE = /design/flow/constraint.sdc
export NUM_CORES = 4
export LEC_CHECK = 1
export CORE_AREA = 10 10 70 70
export DIE_AREA = 0 0 80 80
</file>
<file path="/design/flow/constraint.sdc">
current_design MultiMux

set clk_period 1.0
set clk_io_pct 0.2

create_clock -name clk0 -period $clk_period

set non_clock_inputs [all_inputs -no_clocks]
set_input_delay [expr $clk_period * $clk_io_pct] -clock clk0 $non_clock_inputs
set_output_delay [expr $clk_period * $clk_io_pct] -clock clk0 [all_outputs]
</file>
<file path="/design/flow/design.v">
module MultiMux(
  input	PCmux_en,			 
	ALUmux_en,
	DataMemmux_en,
  input [7:0] PCmux_inA,		 
              ALUmux_inA,
	      DataMemmux_inA,
  input [7:0] PCmux_inB,		 
              ALUmux_inB,
	      DataMemmux_inB,
  output logic [7:0] PCmux,
  output logic [7:0] ALUmux,
  output logic [7:0] DataMemmux
  );
always_comb begin
	PCmux = (PCmux_en) ? PCmux_inA : PCmux_inB;
	ALUmux = (ALUmux_en) ? ALUmux_inA : ALUmux_inB;
	DataMemmux = (DataMemmux_en) ? DataMemmux_inA : DataMemmux_inB;
end
endmodule
</file>
<file path="/design/flow/run.sh">
#!/bin/bash
# OpenROAD 26Q1-2900-gdf79404cd8, Yosys 0.63+post, stock flow scripts
make -C /OpenROAD-flow-scripts/flow DESIGN_CONFIG=/design/flow/config.mk WORK_HOME=/design/flow/orfs finish
</file>
==> GITHUB_STEP_SUMMARY <==
## Synthesis and layout report

| Metric | Value |
|---|---|
| Row count | `21` |
| Max Transition Viols Final | `0` |
| Placed cells | `between 100 and 150` |
| Layout cells sized above 1 | `between 50% and 60%` |
| Final hold vios | `0` |
| Slew headroom | `between 90% and 100%` |
| Post-layout period usage | `112.1%` |
| Data arrival time of the worst path | `0.92 ns` |
| Core area | `approximately 3400 µm²` |
| P&R area growth vs syn | `220.0%` |
| FF/Latch Area | `0 µm²` |
| Maxcap violations | `0` |
| Maximum number of pins on one net before global-route repair | `7` |
| Worst hold path class | `primary input to output port` |
| DRC | `0` |
| Routed Antenna Nets | `0` |
| Crit path time final | `1.121 ns` |
| DR iter-0 viols | `0` |
| Min Hold Slack | `0.7202 ns` |
| Buffers on Ports | `75` |
| CP max FO | `3` |
| Setup repair after global routing missed its margin | `yes` |
| Crit path launch type | `primary input` |
| Area of the mapped netlist | `394.1 µm²` |
| First-pass GRT wire length | `about 3500 µm` |
| Die Width | `80 µm` |
| Worst Max-Slew Pin Slew | `between 0.07 and 0.08 ns` |
| Setup CP Type | `primary input to output port` |
| Yosys Chip Area | `roughly 390 µm²` |
| Synth unique cells | `2` |
| Yosys cell count | `27` |
| Ys Warns | `1` |
| Gp weighted congestion | `0.8013` |
| Final instance area | `about 1300 µm²` |
| OpenROAD warning count | `37` |
| Flip-flops | `0` |
| CP required | `about 0.80 ns` |
| Fmax | `between 0.8 and 0.9 GHz` |
| PD cells | `between 300 and 400 nW/µm²` |
| Fill cells | `350` |
| Hold buffers post-CTS | `0` |
| GRT overflow | `0` |
| Vias in the first global route | `approximately 640` |
| Pwr Total | `495.9 µW` |
| WL final | `approximately 2400 µm` |
| Synth Area per Inst | `between 10 and 15 µm²` |
| Crit end category | `output port` |
| Worst vdd ir | `about 0.12 mV` |
| Seq share, synth | `0%` |
| DIE HEIGHT | `80 µm` |
| Pre-Repair DR Iteration Count | `1` |
| CLK BUF | `0` |
| Worst Slack Setup Final | `-0.1211 ns` |
| Initial antenna violation count | `0` |
| Placed inst area | `1224 µm²` |
| Non-filler instance count after layout | `between 150 and 200` |
| Comb area | `360.3 µm²` |
| Violated checks | `negative setup slack` |
| Post-synthesis cell count | `27` |
| P_leak | `0.0006565 µW` |
| Ports | `around 75` |
| ANT cells | `0` |
| Via count | `about 550` |
| Die area | `between 6000 and 7000 µm²` |
| Avg WL per Cell | `approximately 16 µm` |
| Total Routing Usage GR | `approximately 6.6%` |
| Final Setup Violations | `17` |
| Status | `finished, violations left` |
| Pre-Place Util | `between 10% and 20%` |
| Via density | `approximately 3.6` |
[kinds of logic (layout without fill, tap and decap cells)]
| family | after synthesis | after routing | share of synthesized area [%] |
|---|---|---|---|
| buffers and inverters | 3 | 83 | 8.571 |
| multiplexers | 24 | 24 | 91.43 |
[metal layers]
metal | vias up | routed length, µm | GRT usage (%)
li1 | 262 | - | -
met1 | 236 | 854 | 6.724
met2 | 50 | 1176 | 12.04
met3 | 0 | 353 | 3.977
met4 | 0 | 0 | 0
met5 | - | 0 | 0
[cells in the mapped netlist (all sizes together)]
cell	number	area, µm²
mux2	24	360.4
buf	3	33.78
[repair_timing]
item	CTS	global route
buffers inserted	6	0
resized	157	26
endpoints found under the hold margin	0	0
endpoints found under the setup margin	24	24
[per-stage QoR]
step                setup WS, ns  setup TNS (ns)  util [%]
floorplan                 0.1918               0         -
global placement         -0.7803          -18.14     35.82
detailed placement       -0.7863          -18.15     35.82
CTS                      -0.1415          -1.863     35.31
global route             -0.1360          -1.035     36.92
finish                   -0.1211         -0.7820     36.92
[final timing paths]
path / startpoint / slack (ns) / to / cells after the start
max: ALUmux_en / -0.12 / ALUmux[3] / 5
min: PCmux_en / 0.72 / PCmux[6] / 3
[layout by cell type (no fill, tap or decap)]
cell type | netlist | layout
clkdlybuf4s15_1 | 0 | 14
buf_8 | 0 | 1
buf_6 | 3 | 28
dlygate4sd2_1 | 0 | 34
mux2_4 | 24 | 24
buf_12 | 0 | 3
buf_2 | 0 | 3
[critical path, cell delays in order]
cell	delay (ns)
buf_6	0.10
buf_6	0.11
buf_12	0.12
mux2_4	0.28
buf_2	0.11
[layout make-up]
| cell class | count | area share, % |
|---|---|---|
| multi-input combinational | 24 | 28.57 |
| timing repair buffer | 83 | 66.87 |
| tap | 46 | 4.563 |
[report_power, final]
part	internal (µW)	switching (µW)	leakage, µW
Clock	0	0	0
Sequential	0	0	0
Combinational	387	108	0.000657
Total	387	108	0.000657
Power is estimated from default activity; no workload was simulated.
